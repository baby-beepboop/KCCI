==> /design/flow/design.v <==
module powerOn(
    input clk, rst,
    input en,
    output done,
    output reg melody
    );
    localparam SIM_MODE = 0;     
    localparam IDLE=0, BEEP_1K=1, BEEP_2K=2, BEEP_3K=3, BEEP_4K=4, SILENT=5, DONE=6;
    reg [2:0] cState, nState;
    reg [31:0] cnt, period;
    reg [31:0] beepCnt, beepFreq;
    always @(posedge clk, posedge rst) begin
        if (rst) cState <= IDLE;
        else cState <= nState;
    end
    always @(*) begin
        nState = cState;
        period = 0;
        beepFreq = 0;
        case (cState)
            IDLE: begin
                if (en) nState = BEEP_1K;
            end
            BEEP_1K: begin
                period = SIM_MODE? 700 : 70_000_000;     
                beepFreq = SIM_MODE? 50 : 50_000;        
                if (cnt == 0) nState = BEEP_2K;
            end
            BEEP_2K: begin
                period = SIM_MODE? 700 : 70_000_000;
                beepFreq = SIM_MODE? 25 : 25_000;        
                if (cnt == 0) nState = BEEP_3K;
            end
            BEEP_3K: begin
                period = SIM_MODE? 700 : 70_000_000;
                beepFreq = SIM_MODE? 17 : 16_667;        
                if (cnt == 0) nState = BEEP_4K;
            end
            BEEP_4K: begin
                period = SIM_MODE? 700 : 70_000_000;
                beepFreq = SIM_MODE? 13 : 12_500;        
                if (cnt == 0) nState = SILENT;
            end
            SILENT: begin
                period = SIM_MODE? 3000 : 300_000_000;     
                if (cnt == 0) nState = DONE;
            end
            DONE: begin
            end
        endcase
    end
    always @(posedge clk, posedge rst) begin
        if (rst) cnt <= 0;
        else begin
            if (nState != cState) cnt <= period;
            else if (cnt != 0) cnt <= cnt - 1;
        end
    end
    always @(posedge clk, posedge rst) begin
        if (rst) begin
            beepCnt <= 0;
            melody <= 0;
        end
        else begin
            if (cState == IDLE || cState == SILENT || cState == DONE) begin
                melody <= 0;
            end
            else if (beepCnt >= beepFreq - 1) begin
                beepCnt <= 0;
                melody <= ~melody;
            end
            else begin
                beepCnt <= beepCnt + 1;
            end
        end
    end
    assign done = (cState == DONE);
endmodule
==> /design/flow/run.sh <==
#!/bin/bash
# OpenROAD 26Q1-2900-gdf79404cd8, Yosys 0.63+post, stock flow scripts
make -C /OpenROAD-flow-scripts/flow DESIGN_CONFIG=/design/flow/config.mk WORK_HOME=/design/flow/orfs finish
==> /design/flow/config.mk <==
export PLATFORM = sky130hd
export DESIGN_NAME = powerOn
export DESIGN_NICKNAME = powerOn
export VERILOG_FILES = /design/flow/design.v
export SDC_FILE = /design/flow/constraint.sdc
export NUM_CORES = 4
export LEC_CHECK = 1
export CORE_UTILIZATION = 50
==> /design/flow/constraint.sdc <==
current_design powerOn

set clk_period 8.1
set clk_io_pct 0.2

create_clock -name clk0 -period $clk_period [get_ports {clk}]

set non_clock_inputs [all_inputs -no_clocks]
set_input_delay [expr $clk_period * $clk_io_pct] -clock clk0 $non_clock_inputs
set_output_delay [expr $clk_period * $clk_io_pct] -clock clk0 [all_outputs]
==> run notes <==
Entry: Yosys synthesis followed by OpenROAD place and route.

Routing:
- The run gives the wire length reported by the detailed router as just over 10000 um.
- Per the detail_route report, DRC violations left total 0.
- The final route contains between 3000 and 4000 vias.
- Dividing the detail-routed wire length by the instance count gives around 16 um.
- The run gives the number of antenna diodes as 0.
- The first TritonRoute pass finished after 4 iterations.
- The run puts the initial detailed-routing violation count at 155.
- Nets still carrying antenna violations after routing amount to 0.
- Dividing the detail-routed via count by the number of cells gives 5.87.

Final timing:
- The final max-slew violation count recorded for this run is 0.
- Per the slew report, the remaining headroom to the max-slew limit stands at 0.383.
- After layout, the minimum clock period comes to roughly 3700 ps.
- The run puts the top achievable clock speed at between 200 and 300 MHz.
- The run puts the transition time of the tightest slew-check pin at 917 ps.
- The run gives the total negative slack as 0 ps.
- The run puts the clock tree skew after final layout at around 10 ps.
- Endpoints failing hold in the final report were tallied at 0.
- The run puts the number of setup violations in the final report at 0.
- The run puts the setup slack after layout at ~4400 ps.
- Setup repair after global routing left no endpoint under its margin.
- The run puts the ratio of final minimum period to clock period at 0.463.

Pwr:
- Per the power-grid run, VDD falls by no more than just over 70 uV.
- The script computed a power per unit cell area of 126 nW/um2.
- The run gives the total leakage power as approximately 2.3 nW.

Yosys:
- The run gives the adder and majority cell fraction of the synthesized area as 0.0950.
- The run gives the number of standard cells reported by yosys as 525.
- After synthesis, the largest family of logic cells by area is simple AND/OR/NAND/NOR gates.
- The run puts the post-synthesis mux area share at 0.00217.
- Each instance of the synthesized netlist takes up on average about 8.8 um2.
- The run puts the total number of yosys warnings at 1.
- The synthesis stat section lists a flop and latch total of 68.
- The synthesis report names the predominant flop master as sky130_fd_sc_hd__dfrtp_1.
- For this run, asynchronously set or reset flops after synthesis account for 1.00.
- The run puts the post-synthesis share of cell area spent on and, or, nand and nor gates at 0.243.
- The chip area line in the Yosys stat output reads roughly 4600 um2.
- The run puts the area fraction in compound gates at 0.163.
- The synthesized netlist occupies a cell area of roughly 4600 um2.
- Per the synthesis report, the number of distinct cell types is around 55.
- Counting flops with a built-in enable in the synthesized netlist gives 0.
- The run gives the cell count after synthesis as 525.
- The run gives the part of the Yosys area used for sequential elements as 0.369.
- The run gives the xor and xnor area share after synthesis as 0.0931.

Cells and area:
- The run gives the final instance area as 4970 um2.
- In this run the layout overhead on the synthesized area is reported as 7.90%.
- By instance count after routing, the leading logic cell types are sky130_fd_sc_hd__dfrtp_1 (68), sky130_fd_sc_hd__nor2_1 (47), sky130_fd_sc_hd__nand2_1 (45), sky130_fd_sc_hd__xnor2_1 (38), sky130_fd_sc_hd__o21ai_0 (36).
- The run puts the final non-filler cell total at roughly 640.
- The run gives the fraction of layout instances using a drive strength above 1 as 0.0882.
- By instance count after routing, the leading logic cell type is sky130_fd_sc_hd__dfrtp_1.

Min path:
- The worst hold path terminates at melody.
- The run puts the cell depth of the worst min-delay path at 1.
- The run gives the startpoint of the lowest-slack hold path as melody.
- According to the hold report, the worst path is of the flop to flop type.

Setup path:
- The run gives the endpoint arrival time on the critical path as approximately 4000 ps.
- The run gives the reg2reg setup slack as roughly 4400 ps.
- STA puts the critical path data required time at around 8300 ps.
- STA lists the startpoint of the worst register-to-register path as cState[1].
- The run gives the delay of the slowest cell on the worst path as between 500 and 600 ps.
- STA classifies the critical path endpoint as a flop.
- The run gives the largest fanout of any net on the critical path as 40.
- Per the timing report, the most critical flop-to-flop path finishes at beepCnt[19].
- STA classifies the critical path startpoint as a flop.
- The cell sequence reported for the critical path is nor2_2 -> buf_4 -> xnor2_1 -> inv_1 -> ha_1 -> ha_1 -> nand2_1 -> nor4_1 -> nand2_1 -> a21oi_1 -> o31a_1 -> buf_4 -> o21ai_0 -> a22o_1.
- The timing report shows that the slowest cell on the worst path is sky130_fd_sc_hd__dfrtp_1.
- The run puts the number of cells traversed by the worst register-to-register path at 14.
- In the setup report, the worst path falls into the class flop to flop.

Placed design:
- The run puts the HPWL reported at the end of detailed placement at 7150 um.
- The placement stage leaves a total instance area of ~4800 um2.
- The run gives the routability-driven placement congestion ratio as roughly 0.84.
- The run puts the setup slack at placement at ~4400 ps.
- The run puts the number of cells in the design after placement at around 630.
- The run puts the number of input and output port buffers inserted at 4.

CTS:
- The run puts the number of setup buffers added after CTS at 0.
- CTS placed an instance of sky130_fd_sc_hd__clkbuf_8 at the clock tree root.
- The run puts the CTS buffer count at 9.
- The run puts the number of buffers on the longest clock path at 2.
- The report puts the hold buffer count at CTS at 0.
- The run puts the latest clock arrival within the worst-skew pair at around 350 ps.
- The run gives the clock-pin slew of the registers on the worst-case setup and hold paths as approximately 80 ps.
- Post-CTS repair changed the size of 0 cells.
- The run gives the total clock sinks as 68.
- TritonCTS built the clock tree.
- The run puts the number of levels the H-tree was split into at 3.

Floorplanning:
- The run puts the die width at just under 100 um.
- The run gives the die area as 9610 um2.
- The run gives the y dimension of the die as between 90 and 100 um.
- The run puts the initial standard-cell utilization of the core at 0.524.
- The run gives the row count as 34.
- The run gives the placeable core region as 8810 um2.
- The floorplan report gives the top-level pin count as 5.

Run:
- In this run the maximum-capacitance check reported violations numbering 0.
- The run puts the number of warnings in the stage logs at 26.

Global routing:
- The run puts the global-route usage over all layers at 0.232.
- The run puts the number of antenna violations at the first check in global routing at 0.
- The run gives the maximum number of pins on one net before global-route repair as ~44.
- The total overflow left after global routing is 0.
- The run gives the global-route wire length before repair as between 15000 and 20000 um.
- The run gives the via count of the first global-routing pass as 3475.

Status:
- The flow ran to the end, and the final reports show no timing, DRC or antenna violations.
-- cell type report --
cell class | count | area, um2
inverters | 20 | 75.1
clock buffers | 10 | 128
fillers | 771 | 3830
well taps | 108 | 135
repair buffers | 14 | 115
flip-flops and latches | 68 | 1700
multi-input cells | 415 | 2760
clock inverters | 6 | 65.1
-- through the flow --
stage	power [mW]	utilization	hold WS [ps]
after floorplan	0.351	-	429
after global placement	0.355	0.543	462
after CTS	0.636	0.565	487
final	0.628	0.565	484
after global routing	0.654	0.565	502
after detailed placement	0.355	0.543	476
-- worst max-delay path by stage --
stage | from | endpoint | slack, ps | cells after the start
CTS | cState[1] | beepCnt[19] | 4350 | 14
global route | cState[1] | beepCnt[19] | 4060 | 14
finish | cState[1] | beepCnt[19] | 4350 | 14
-- critical path: cells and delay by family (launching register included) --
family	cells	cell delay (ps)
AOI/OAI and AO/OA	4	800
DFF	1	560
adders and majority gates	2	570
buffers and inverters	3	760
xor gates and xnor gates	1	200
and+or+nand+nor	4	750
-- synthesized netlist by cell type, drive strengths merged (6+ instances only) --
cell type / number / area, um2
nor4: 13 / 93.8
a21oi: 34 / 174
a22o: 6 / 52.6
dfrtp: 68 / 1700
nand2: 45 / 169
xnor2: 38 / 333
inv: 20 / 75.1
clkbuf: 17 / 63.8
ha: 35 / 438
nor3b: 7 / 52.6
nand3: 22 / 110
nor2: 48 / 180
xor2: 11 / 96.3
a21o: 17 / 128
or3: 16 / 110
nor3: 18 / 90.1
and3: 6 / 37.5
nand4: 11 / 68.8
o21ai: 40 / 200
-- routing by layer --
layer / vias up / routed length (um) / global-route usage
met4: 0 / 109 / 0.0221
met2: 67 / 4260 / 0.337
met3: 9 / 449 / 0.0414
li1: 1888 / - / -
met5: - / 0 / 0
met1: 1800 / 5250 / 0.387
-- where the power goes --
group	switching, mW	internal, mW	total [mW]
clock	0.138	0.142	0.280
combinational	0.00725	0.00137	0.00862
sequential	0	0.339	0.339
-- logic make-up (layout without fill, tap and decap cells) --
kind of cell	count (synthesis)	in the layout
AOI/OAI and AO/OA	119	119
xor gates and xnor gates	49	49
adders and majority gates	35	35
buffers and inverters	42	50
DFF	68	68
muxes	1	1
and+or+nand+nor	211	211
-- state kept, by name, indices dropped and copies added (netlist names) --
name / count
beepCnt: 32
cState: 3
cnt: 32
melody: 1
Power figures rest on the tool's default switching activity, not on a simulated workload.
