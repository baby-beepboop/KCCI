$ cat flow/config.mk
export PLATFORM = sky130hd
export DESIGN_NAME = openCover
export DESIGN_NICKNAME = openCover
export VERILOG_FILES = /design/flow/design.v
export SDC_FILE = /design/flow/constraint.sdc
export NUM_CORES = 4
export LEC_CHECK = 1
export CORE_UTILIZATION = 30
$ cat flow/constraint.sdc
current_design openCover

set clk_period 6.1
set clk_io_pct 0.2

create_clock -name clk0 -period $clk_period [get_ports {clk}]

set non_clock_inputs [all_inputs -no_clocks]
set_input_delay [expr $clk_period * $clk_io_pct] -clock clk0 $non_clock_inputs
set_output_delay [expr $clk_period * $clk_io_pct] -clock clk0 [all_outputs]
$ cat flow/design.v
module openCover(
    input clk, rst,
    input en,
    output done,
    output reg melody
    );
    localparam SIM_MODE = 0;
    localparam IDLE=0, BEEP_261=1, BEEP_329=2, BEEP_554=3, SILENT=4, DONE=5;
    reg [2:0] cState, nState;
    reg [31:0] cnt, period;
    reg [31:0] beepCnt, beepFreq;
    always @(posedge clk, posedge rst) begin
        if (rst) cState <= IDLE;
        else cState <= nState;
    end
    always @(*) begin
        nState = cState;
        period = 0;
        beepFreq = 0;
        case (cState)
            IDLE: begin
                if (en) nState = BEEP_261;
            end
            BEEP_261: begin
                period = SIM_MODE? 700 : 70_000_000;     
                beepFreq = SIM_MODE? 192 : 191_573;      
                if (cnt == 0) nState = BEEP_329;
            end
            BEEP_329: begin
                period = SIM_MODE? 700 : 70_000_000;
                beepFreq = SIM_MODE? 152 : 151_981;      
                if (cnt == 0) nState = BEEP_554;
            end
            BEEP_554: begin
                period = SIM_MODE? 700 : 70_000_000;
                beepFreq = SIM_MODE? 90 : 90_243;        
                if (cnt == 0) nState = SILENT;
            end
            SILENT: begin
                period = SIM_MODE? 3000 : 300_000_000;     
                if (cnt == 0) nState = DONE;
            end
            DONE: begin
            end
        endcase
    end
    always @(posedge clk, posedge rst) begin
        if (rst) cnt <= 0;
        else begin
            if (nState != cState) cnt <= period;
            else if (cnt != 0) cnt <= cnt - 1;
        end
    end
    always @(posedge clk, posedge rst) begin
        if (rst) begin
            beepCnt <= 0;
            melody <= 0;
        end
        else begin
            if (cState == IDLE || cState == SILENT || cState == DONE) begin
                melody <= 0;
            end
            else if (beepCnt >= beepFreq - 1) begin
                beepCnt <= 0;
                melody <= ~melody;
            end
            else begin
                beepCnt <= beepCnt + 1;
            end
        end
    end
    assign done = (cState == DONE);
endmodule
$ cat flow/run.sh
#!/bin/bash
# OpenROAD 26Q1-2900-gdf79404cd8, Yosys 0.63+post, stock flow scripts
make -C /OpenROAD-flow-scripts/flow DESIGN_CONFIG=/design/flow/config.mk WORK_HOME=/design/flow/orfs finish
==> flow_summary.ini <==
; implementation run metrics
[synth]
ys_top_cells_by_area = dfrtp_1 38%, ha_1 9.8%, nor2_1 5.0%
synthFlopType = dfrtp_1
top_cell_area_share = 0.382
adder_share = 0.0982
synth_area_per_cell_um2 = 8.88
netlist_area_mm2 = 0.00446
synthCells = 502
ys_async_sr_fraction = 1.00
yosysTopAreaCell = dfrtp_1
post_synth_and_or_nand_nor_area_fraction = 0.263
yosysUniqueCellTypes = 50
ys_cells = 502
aoi_share = 0.135
ys_area_mm2 = 0.00446
synth-edff-count = 0
yosysWarnings = 1
yosysSeqAreaShare = 0.382
logic_family = simple AND/OR/NAND/NOR gates
yosys-mux-area-fraction = 0.0157
xor_area_frac = 0.0707
ys.flops = 68

[timing]
whs_ps = 518
tns_ps = 0
min_period_ps = 3760
finalSetupViolCount = 0
fin_crit_sh = 0.616
report.final.slew_viol_count = 0
timing.fmax_mhz = 266
finalHoldViolCount = 0
slew_headroom = 0.391
tightest_slew_ps = 907
setup_ws_ps = 2340
rsz0062_at_grt = false
fin_skew_ps = 3.42

[die]
ioPinCount = 5
chipWidth_um = 124
core-area_mm2 = 0.0145
die_h_um = 124
fp-row-count = 44
initCoreUtil = 0.307
design.die.area_mm2 = 0.0154

[placement]
dp.cells = 673
io_buffers = 4
dp_hpwl_um = 6500
place_congestion = 0.854
dpl_cell_area_mm2 = 0.00466
dp_worst_setup_slack_ps = 2430

[global_route]
grtUsageTotal = 0.136
grt_remaining_overflow = 0
antenna_found_initial = 0
grt_pass1_wl_um = 16300
grt_max_degree = 45
grt_pass1_vias = 3403

[cts]
cts_resized = 0
cts_setup_buffers = 0
cts_sinks = 68
htreeDepth = 3
cts_hold_buf = 0
cts_root_buffer = clkbuf_16
cts_buffers = 9
clk_latency_ps = 330
clk_pin_slew_ps = 60
cts_buffer_depth = 2
cts_tree = yes

[layout]
final_layout_top_logic_cell = dfrtp_1
fill_cells = 1481
area_growth_pct = 11.9
lay_top_cells = 68 x dfrtp_1, 57 x nor2_1, 46 x nand2_1, 35 x ha_1, 33 x nand3_1
stdcell_area_mm2 = 0.00499
instances_no_fill = 689
drive_gt1_frac = 0.0634
final_util = 0.343

[flow_run]
maxCapViolCount = 0
tool_warnings = 26

[route]
antenna_cells = 0
routed_via_density = 5.18
vias = 3568
routed_wl_um = 9540
drt-pass1-iter-count = 4
drc = 0
wl_per_cell_um = 13.9
drtAntennaViolNets = 0
drt_iter0_markers = 241

[power_and_ir_drop]
vdd_drop_max_uv = 119
leakage_nw = 2.20
finalPower_mw = 1.03
cellPowerDensity_mw_per_mm2 = 206

[setup_path]
r2r-start = cState[2]$_DFF_PP0_
critPathMaxFanout = 26
worstPathArrival_ps = 4030
critical_path_class = reg -> reg
cp.required_ps = 6370
r2r_setup_slack_ps = 2340
reg2reg_depth = 10
reg2reg_to = beepCnt[14]$_DFFE_PP0N_
worst_setup_path_start_kind = register
cp-end-kind = register
crit_path_end = beepCnt[14]$_DFFE_PP0N_
startpoint = cState[2]$_DFF_PP0_

[min_path]
hold_path.class = reg -> reg

[outcome]
status = complete, no violations
-- critical path: stages (launching register included) --
cell and delay, ps:
dfrtp_1 640, nor2b_1 540, ha_1 340, a21o_1 180
a211oi_1 300, nand4_1 130, o2111a_1 290, nor2_2 590
buf_4 380, and3_1 200, a221o_1 100
-- worst min-delay path by stage --
stage	start	endpoint	slack [ps]	depth (start not counted)
final	melody$_DFFE_PP0P_	melody$_DFFE_PP0P_	520	1
after global routing	melody$_DFFE_PP0P_	melody$_DFFE_PP0P_	530	1
after CTS	melody$_DFFE_PP0P_	melody$_DFFE_PP0P_	520	1
-- cells in the mapped netlist (2+ instances only) --
cell type and number:
o311ai_0 8, buf_1 3, and2_1 6, a22o_1 6
or4_4 2, xnor2_1 20, a211oi_1 2, nand3_1 33
nand3b_1 2, nor4_1 7, mux2i_1 7, a221o_1 5
buf_6 2, or4_1 4, inv_1 13, ha_1 35
a21o_1 9, and4_1 6, nor2b_1 4, nand2_1 46
xor2_1 16, a2111oi_0 2, nand2b_1 6, and3_1 15
o21ai_0 26, nand4_1 14, a21oi_1 23, buf_2 3
clkbuf_1 12, nor2_1 59, dfrtp_1 68, o21a_1 2
nor3_1 15, o22a_1 2, or3_1 4
-- layer usage --
layer	vias up	global-route usage	routed length (um)
met1	1715	0.197	4730
met5	-	0	0
li1	1806	-	-
met2	39	0.214	4310
met4	0	0.0156	116
met3	8	0.0350	390
-- cell type report --
type | instances | area, um^2 | share of cell area
multi-input cells | 399 | 2610 | 0.523
flip-flops and latches | 68 | 1700 | 0.341
clock buffers | 10 | 239 | 0.0479
well taps | 184 | 230 | 0.0462
clock inverters | 6 | 87.6 | 0.0176
repair buffers | 8 | 70.1 | 0.0140
inverters | 14 | 52.6 | 0.0105
-- where the power goes --
| group | total [mW] | internal [mW] | leakage (nW) | switching [mW] |
|---|---|---|---|---|
| Sequential | 0.451 | 0.451 | 0.841 | 0 |
| Clock | 0.566 | 0.368 | 0.151 | 0.198 |
| Combinational | 0.0117 | 0.00196 | 1.21 | 0.00978 |
| Total | 1.03 | 0.821 | 2.20 | 0.207 |
-- logic make-up (layout without fill, tap and decap cells) --
| group | after synthesis | after routing |
|---|---|---|
| AND-OR/OR-AND | 91 | 91 |
| flip-flops | 68 | 68 |
| AND/OR/NAND/NOR | 229 | 229 |
| XOR/XNOR | 36 | 36 |
| other | 1 | 1 |
| buffers and inverters | 35 | 38 |
| adder cells (fa/ha/maj) | 35 | 35 |
| multiplexers | 7 | 7 |
-- flip-flops by register name, indices dropped and copies added, names as in the netlist --
register and cells:
beepCnt 32, cnt 32, cState 3, melody 1
No activity file was given, so power comes from the tool's default toggle rates.
